===== flow/design.v =====
module det_1011 ( input clk,
                  input rstn,
                  input in,
                  output out );
  parameter IDLE 	= 0,
  			S1 		= 1,
  			S10 	= 2,
  			S101 	= 3,
  			S1011 	= 4;
  reg [2:0] cur_state, next_state;
  assign out = cur_state == S1011 ? 1 : 0;
  always @ (posedge clk) begin
    if (!rstn)
      	cur_state <= IDLE;
     else 
     	cur_state <= next_state;
  end
  always @ (cur_state or in) begin
    case (cur_state)
      IDLE : begin
        if (in) next_state = S1;
        else next_state = IDLE;
      end
      S1: begin
        if (in) next_state = IDLE;
        else 	next_state = S10;
      end
      S10 : begin
        if (in) next_state = S101;        
        else 	next_state = IDLE;
      end
      S101 : begin
        if (in) next_state = S1011;
        else 	next_state = IDLE;
      end
      S1011: begin
       	next_state = IDLE;
      end
    endcase
  end
endmodule

===== flow/run.sh =====
#!/bin/bash
# OpenROAD 26Q1-2900-gdf79404cd8, Yosys 0.63+post, stock flow scripts
make -C /OpenROAD-flow-scripts/flow DESIGN_CONFIG=/design/flow/config.mk WORK_HOME=/design/flow/orfs finish

===== flow/config.mk =====
export PLATFORM = sky130hd
export DESIGN_NAME = det_1011
export DESIGN_NICKNAME = det_1011
export VERILOG_FILES = /design/flow/design.v
export SDC_FILE = /design/flow/constraint.sdc
export NUM_CORES = 4
export LEC_CHECK = 1
export CORE_AREA = 10 10 70 70
export DIE_AREA = 0 0 80 80

===== flow/constraint.sdc =====
current_design det_1011

set clk_period 1.0
set clk_io_pct 0.2

create_clock -name clk0 -period $clk_period [get_ports {clk}]

set non_clock_inputs [all_inputs -no_clocks]
set_input_delay [expr $clk_period * $clk_io_pct] -clock clk0 $non_clock_inputs
set_output_delay [expr $clk_period * $clk_io_pct] -clock clk0 [all_outputs]

==> metrics.csv <==
stage;metric;value;unit
cts;Post-CTS Setup Bufs;0;
timing;final period utilization;109;%
setup_path;Critical Path RT;800;ps
min_path;HP Class;input pin to register;
floorplan;FP Util;5.27;%
placed_design;IO Port Bufs;3;
setup_path;Setup CP Type;register to output pin;
floorplan;core area;3420;um^2
grt;largest net degree at the start of global routing;5;
timing;# setup viols final;1;
timing;FMAX;915;MHz
grt;total global-route track usage;1.18;%
timing;RSZ-0062 raised after global routing;yes;
timing;Slew Viols, Final;0;
yosys;Cells after Synth;17;
placed_design;Final GP Congestion;0.628;
route;average vias per placed instance;1.97;
placed_design;placed cells;70;
run;number of OpenROAD warnings;27;
timing;Slew @ Worst Pin;178;ps
power_and_ir_drop;combinational power share;4.8;%
setup_path;Arr. time, crit path;890;ps
setup_path;Critical Path End Type;output pin;
floorplan;row cnt;21;
power_and_ir_drop;VDD IR-drop max;184;uV
timing;register pins left without a clock;3;
timing;post-layout min period;1090;ps
placed_design;Setup WS pre-CTS;-305;ps
yosys;mapped cell area;180;um^2
yosys;Yosys warning count;1;
power_and_ir_drop;sw power;0.0740;mW
timing;Hold Vio Cnt, Final;0;
route;vias;144;
route;drt first-iter violations;10;
route;drt pass-1 iters;2;
min_path;Hold Path Stages;2;
timing;setup TNS;-93.1;ps
finish;fillers;402;
cts;hold-fix buffer count after cts;0;
grt;vias in the first global route;136;
cts;number of buffers created by CTS;3;
power_and_ir_drop;Power per Cell Area;1120;nW/um^2
timing;setup slack after layout;-93.1;ps
power_and_ir_drop;P_int;0.283;mW
timing;relative slew slack;88.1;%
run;max-cap violations;0;
yosys;Avg Inst Size Synth;10.6;um^2
min_path;hold path endpoint;cur_state[0]$_SDFF_PN0_;
floorplan;Chip Area;6400;um^2
finish;share of layout cells above drive strength 1;33.3;%
cts;Worst-path clk slew;40;ps
floorplan;Die Span X;80;um
yosys;Cell Type Count;10;
yosys;cells in synth_stat.txt;17;
power_and_ir_drop;Pleak;0.126;nW
status;status;finished, violations left;
finish;area growth from synthesis to layout;76.4;%
route;Routed Antenna Nets;0;
setup_path;crit path launch type;register;
cts;CTS tree;built;
cts;Max clock buf depth;2;
cts;H-tree level count;1;
yosys;Yosys chip area;180;um^2
grt;initial antenna violation count;0;
power_and_ir_drop;Flop pwr share;34.4;%
floorplan;die height;80;um
route;Residual DRC;0;
route;diode count;0;
setup_path;Critical Path Fanout Max;2;
route;Total Wirelength;423;um
grt;first-pass GRT wire length;607;um
cts;post-CTS sizing;5;
yosys;#FFs+latches synth;6;
route;drt wl/cell;5.79;um
timing;endpoints left unconstrained;3;
power_and_ir_drop;Clk pwr share;60.8;%
cts;clk root buf;clkbuf_4;
floorplan;IO Pins;4;
finish;Finished Layout Cells;73;
grt;gr ovfl total;0;
power_and_ir_drop;Sw Share;20.7;%
placed_design;hpwl dp;315;um
min_path;HP Start;rstn;
status;failing checks;negative setup slack;
worst max-delay path by stage:
stage,endpoint,start,cells past startpoint
CTS,out,cur_state[1]$_SDFF_PN0_,2
global route,out,cur_state[1]$_SDFF_PN0_,2
finish,out,cur_state[1]$_SDFF_PN0_,2
cell usage in the layout (no fill, tap or decap), types with 2 or more instances in the layout:
cell type and n:
dlxtn_1 3, dfxtp_1 2, buf_4 3, clkbuf_4 3, clkdlybuf4s50_1 2, and2_1 3
layout make-up:
| class | count | area (um^2) | share of cell area, % |
|---|---|---|---|
| tap | 46 | 57.6 | 18.1 |
| timing repair buffer | 6 | 47.5 | 15.0 |
| sequential | 6 | 106 | 33.5 |
| clock buffer | 4 | 26.3 | 8.27 |
| multi-input combinational | 11 | 80.1 | 25.2 |
metrics by stage:
step           total power, mW  hold slack, ps  area (um^2)  utilization (%)
2_1_floorplan            0.129             322          180                -
3_3_place_gp             0.141             834          298             8.72
3_5_place_dp             0.142             836          298             8.72
4_1_cts                  0.371             584          318             9.30
5_1_grt                  0.370             628          318             9.30
6_report                 0.357             600          318             9.30
routing by layer:
layer	track usage (%)	up-vias	routed length, um
li1	-	77	-
met1	1.87	64	229
met2	1.12	3	155
met3	0.682	0	38
met4	0.528	0	0
met5	0	-	0
cell usage after synthesis:
| master | instances | area (um^2) |
|---|---|---|
| and3_1 | 1 | 6.26 |
| nor3b_1 | 2 | 15.0 |
| and2_1 | 3 | 18.8 |
| dlxtn_1 | 3 | 45.0 |
| dfxtp_1 | 3 | 60.1 |
| nor2b_1 | 1 | 6.26 |
| nand3b_1 | 1 | 7.51 |
| or3b_1 | 1 | 8.76 |
| o21a_1 | 1 | 7.51 |
| a21oi_1 | 1 | 5.00 |
logic make-up after synthesis:
| logic type | share of synthesized area, % |
|---|---|
| simple gates | 34.7 |
| compound gates | 6.94 |
| flops | 33.3 |
| latches | 25.0 |
power groups by stage:
| stage | Sequential, mW | Clock, mW | Combinational (mW) |
|---|---|---|---|
| CTS | 0.123 | 0.231 | 0.0171 |
| global route | 0.123 | 0.228 | 0.0188 |
| finish | 0.123 | 0.217 | 0.0172 |
critical path: stages (launching register included):
cell and delay, ps:
dfxtp_2 320, nor3b_2 210, buf_2 130
sequential cells by signal, summed over array words and instances (netlist names):
name / cells
next_state: 3
cur_state: 3
Power and IR drop assume default switching activity.
